`flow/config.mk`:
```
export PLATFORM = sky130hd
export DESIGN_NAME = LASER
export DESIGN_NICKNAME = LASER
export VERILOG_FILES = /design/flow/design.v
export SDC_FILE = /design/flow/constraint.sdc
export NUM_CORES = 4
export LEC_CHECK = 1
export CORE_UTILIZATION = 40
```
`flow/constraint.sdc`:
```
current_design LASER

set clk_period 17.5
set clk_io_pct 0.2

create_clock -name clk0 -period $clk_period [get_ports {CLK}]

set non_clock_inputs [all_inputs -no_clocks]
set_input_delay [expr $clk_period * $clk_io_pct] -clock clk0 $non_clock_inputs
set_output_delay [expr $clk_period * $clk_io_pct] -clock clk0 [all_outputs]
```
`flow/design.v`:
```
module LASER (
input CLK,
input RST,
input [3:0] X,
input [3:0] Y,
output reg [3:0] C1X,
output reg [3:0] C1Y,
output reg [3:0] C2X,
output reg [3:0] C2Y,
output reg DONE);
parameter 
idle = 3'd0,
read = 3'd1,
moveC1 = 3'd2,
moveC2 = 3'd3,
check = 3'd4,
finish = 3'd5;
parameter r2 = 17'd16;
wire [6:0] len1, len2;
wire in1, in2;
reg [3:0] targetX [39:0];
reg [3:0] targetY [39:0];
reg [5:0] count;
reg [5:0] covered;
reg [5:0] max_covered_1, max_covered_2;
reg optimise;
reg doingC1;
reg [3:0] xMax1, yMax1;
reg [3:0] xMax2, yMax2;
reg [2:0] state;
reg [2:0] nextState;
assign len1 = (C1X-targetX[count])*(C1X-targetX[count]) + (C1Y-targetY[count])*(C1Y-targetY[count]);
assign len2 = (C2X-targetX[count])*(C2X-targetX[count]) + (C2Y-targetY[count])*(C2Y-targetY[count]);
assign in1 = (len1 <= r2) ? 1 : 0;
assign in2 = (len2 <= r2) ? 1 : 0;
always @(*) begin
    case (state)
          idle  : begin 
            nextState <= read;
          end
          read  : begin 
            if (count == 7'd39) begin
                nextState <= check;
            end
            else begin
                nextState <= read;
            end
          end
          moveC1  : begin 
            nextState <= check;
          end
          moveC2  : begin 
            nextState <= check;
          end
          check : begin
            if (max_covered_1 != 0) begin
                if (max_covered_1 == max_covered_2) begin
                    nextState <= finish;
                end
                else begin
                   if (count == 7'd39) begin
                    if(doingC1)begin
                        if (C1X == 6'd15 && C1Y == 6'd15) begin
                            nextState <= moveC2;
                        end
                        else begin
                            nextState <= moveC1;
                        end
                    end
                    else begin
                        if (C2X == 6'd0 && C2Y == 6'd15) begin
                            nextState <= moveC1;
                        end
                        else begin
                            nextState <= moveC2;
                        end
                    end
                   end
                   else begin
                    nextState <= check;
                   end
                end
            end
            else begin
                nextState <= check;
            end
          end
          finish  : begin 
            nextState <= idle;
          end 
        endcase
end
always @(posedge CLK or posedge RST) begin
    if (RST) begin
        C1X <= 6'd0;
        C1Y <= 6'd0;
        C2X <= 6'd0;
        C2Y <= 6'd0;
        DONE <= 1'b0;
        covered <= 6'd0;
        count <= 7'd0;
        state <= idle;
        max_covered_1 <= 0;
        max_covered_2 <= 0;
        xMax1 <= 0;
        xMax2 <= 0;
        yMax1 <= 0;
        yMax2 <= 0;
        doingC1 <= 1;
        optimise <= 0;
    end
    else begin
        state <= nextState;
        case (state)
          idle  : begin 
            C1X <= xMax1;
            C1Y <= yMax1;
            C2X <= xMax2;
            C2Y <= yMax2;
            DONE <= 1'b0;
            covered <= 6'd0;
            count <= 7'd0;
          end
          read  : begin 
            targetX[count] <= X;
            targetY[count] <= Y;
            if (count == 7'd39) begin
                count <= 0;
            end
            else begin
             count <= count + 1;
            end
          end
          moveC1  : begin 
            covered <= 0;
            count <= 0;
            doingC1 <= 1;
            if (C2X == 6'd0 && C2Y == 6'd15) begin
                C2X <= xMax2;
                C2Y <= yMax2;
            end
            if (C1Y == 6'd15) begin
                if (C1X == 6'd15) begin
                    C1X <= xMax1;
                    C1Y <= yMax1;
                    doingC1 <= 0;
                end
                else begin
                    C1X <= C1X + 1;
                    C1Y <= 0;
                end
            end
            else begin
                C1Y <= C1Y + 1;
            end
          end
          moveC2  : begin 
            covered <= 0;
            count <= 0;
            doingC1 <= 0;
            if (C1X == 6'd15 && C1Y == 6'd15) begin
                 C1X <= xMax1;
                 C1Y <= yMax1;
            end
            if (C2Y == 6'd15) begin
                if (C2X == 6'd15) begin
                    C2X <= xMax2;
                    C2Y <= yMax2;
                    doingC1 <= 1;
                    if (optimise == 0) begin
                        optimise <= 1;
                    end
                end
                else begin
                    C2X <= C2X + 1;
                    C2Y <= 0;
                end
            end
            else begin
                C2Y <= C2Y + 1;
            end
          end
          check : begin
            if (count == 7'd39) begin
                count <= 0;
            end
            else begin
                count <= count + 1;
            end
            if (in1 || in2) begin
                covered <= covered + 1;
            end
            if (optimise == 1) begin
                if (covered >= max_covered_2) begin
                    max_covered_2 <= covered;
                    if (!doingC1) begin
                        xMax2 <= C2X;
                        yMax2 <= C2Y;
                    end
                    else begin
                        xMax1 <= C1X;
                        yMax1 <= C1Y;
                    end
                end
            end
            else begin
            if (covered >= max_covered_1) begin
                max_covered_1 <= covered;
                if (!doingC1) begin
                    xMax2 <= C2X;
                    yMax2 <= C2Y;
                end
                else begin
                    xMax1 <= C1X;
                    yMax1 <= C1Y;
                end
            end
            end
          end
          finish  : begin 
            DONE <= 1'b1;
          end 
        endcase
    end
end
endmodule
```
`flow/run.sh`:
```
#!/bin/bash
# OpenROAD 26Q1-2900-gdf79404cd8, Yosys 0.63+post, stock flow scripts
make -C /OpenROAD-flow-scripts/flow DESIGN_CONFIG=/design/flow/config.mk WORK_HOME=/design/flow/orfs finish
```
==> impl_metrics.yaml <==
# yosys + openroad results
run_status:
  status: "completed"
setup_path:
  cp_slowest_stage_delay_ns: 0.96
  path_class: "flop to flop"
  startpoint_type: "flop"
  worstSetupEndpointType: "flop"
  arrival_ns: 10.25
  worstPathRequired_ns: 17.95
  crit_top_cell: "fa_1"
  slowest_stage: "nor2_1"
  cp_max_fo: 24
power_and_ir_drop:
  clkPwrFrac_pct: 45.8
  p_per_area_nw_per_um2: 90.6
  switching_share_pct: 19.6
  p_int_w: 0.00149
  power_frac_comb_pct: 1.1
  p_leak_nw: 7.41
  switchingPower_w: 0.000364
  sequentialPowerShare_pct: 53.1
  ir_drop_uv: 85.9
die:
  dieHeight_um: 214
  core-area_um2: 44100
  die_area_um2: 45600
  ios: 27
  fp_util_pct: 40.6
  die_x_um: 214
  placementRows: 77
synthesis:
  flop_cell: "edfxtp_1"
  ys_cells: 1339
  synth_chip_area_um2: 17900
  yosysWarnings: 3
  synthArstFlopShare_pct: 16.1
  synthCells: 1339
  synth_area_per_cell_um2: 13.4
  ys_ff: 385
  edf_count: 320
  yosysUniqueCellTypes: 72
  synthesis.area_um2: 17900
global_route:
  grt_pass1_vias: 12023
  grt_max_degree: 42
  grt.total_usage_pct: 24.9
  grt_overflow: 0
  grt_pass1_wl_um: 75900
  antenna_found_initial: 0
clock_network:
  ctsHoldBuffers: 0
  path_clk_slew_ns: 0.06
  cts_buffer_depth: 3
  root_buffer: "clkbuf_16"
  cts_resized: 0
  post_cts_buffers: 0
  numCtsBuffers: 38
  h-tree-depth: 2
  insertion_delay_ns: 0.55
  tritoncts: "yes"
place:
  place_congestion: 1.01
  numPortBuffers: 26
  dp_slack_ns: 7.82
  dp.final_hpwl_um: 35700
run:
  cap_violations: 0
  warning_count: 31
detailed_routing:
  m1WireLength_um: 18200
  wl_met2_um: 23600
  diodes: 0
  drt-pass1-iter-count: 5
  wl_met3_um: 6770
  vias: 11796
  drc: 0
  totalWireLength_um: 51200
  top_layer: "met4"
  via_per_inst: 5.75
  post_drt_wl_per_cell_um: 24.9
  drt_iter0_drc: 982
  ant_nets: 0
final_timing:
  slew_violations: 0
  rsz0062_at_grt: "no"
  setup_tns_ns: 0
  max_freq_ghz: 0.102
  clock_skew_ns: 0.0152
  min_period_ns: 9.79
  final.period_utilization_pct: 56.0
  slew_headroom_pct: 29.5
  finalSetupViolCount: 0
  holdWs_ns: 0.485
  fin_ws_ns: 7.71
  unclocked_pins: 3
  hold_violations: 0
  untimed_endpoints: 6
  worstMarginPinSlew_ns: 1.05
cells_and_area:
  comb_area_um2: 6200
  syn2layout_area_growth_pct: 14.7
  regArea_um2: 11200
  fillers: 3907
  drive_gt1_share_pct: 10.3
worst_hold_path:
  hold_path_class: "flop to flop"
## placed cells by master, fill, tap and decap left out, drive strengths merged, types with 26 or more instances in the layout
master / Yosys / routed
edfxtp: 320 / 320
a22oi: 102 / 102
inv: 80 / 81
nor2: 76 / 76
nand2: 73 / 73
buf: 11 / 69
ha: 68 / 68
dfrtp: 61 / 61
o21ai: 61 / 61
nor3: 54 / 54
clkbuf: 31 / 43
fa: 36 / 36
xnor2: 34 / 34
a21oi: 31 / 31
nand4: 30 / 30
nand3: 27 / 27
clkdlybuf4s50: 0 / 26
## layer usage
metal / GRT usage, % / up-vias
li1: - / 5329
met1: 30.7 / 5692
met2: 37.1 / 627
met3: 14.5 / 148
met4: 10.1 / 0
met5: 0 / -
## synth_stat cells, types with 11 or more instances
library cell  count  area share, %
edfxtp_1        320             54
a22oi_1         102            4.3
inv_1            80            1.7
nor2_1           76            1.6
nand2_1          73            1.5
ha_1             68            4.8
dfrtp_1          61            8.5
o21ai_0          58            1.6
nor3_1           54            1.5
fa_1             36            4.0
xnor2_1          34            1.7
a21oi_1          31           0.87
clkbuf_1         31           0.65
nand4_1          30            1.0
nand3_1          27           0.76
nand2b_1         24           0.84
a22o_1           23            1.1
and3_1           19           0.66
a221oi_1         18           0.88
nor2b_1          14           0.49
and2_1           13           0.45
mux2_2           11           0.69
## final cells by class
type	instances	share of cell area, %
Timing Repair Buffer	95	3.79
Tap cell	592	3.61
Clock buffer	43	4.73
Clock inverter	26	1.57
Inverter	80	1.46
Sequential cell	385	54.6
Multi-Input combinational cell	832	30.2
## kinds of logic (layout without fill, tap and decap cells)
kind of cell,after synthesis,in the layout,share of synthesized area (%)
latches,3,3,0.252
flops,382,382,62.4
compound gates,302,302,12.0
simple gates,361,361,10.3
mux,22,22,1.45
buf+inv,122,244,2.70
xor+xnor,43,43,2.10
fa+ha+maj,104,104,8.78
## final timing paths
check | start | endpoint | slack, ns | cells after the start
max in group asynchronous | RST | xMax2[0]$_DFFE_PP0P_ | 13.19 | 3
hold reg to reg | xMax2[0]$_DFFE_PP0P_ | xMax2[0]$_DFFE_PP0P_ | 0.48 | 2
hold / removal | xMax2[0]$_DFFE_PP0P_ | xMax2[0]$_DFFE_PP0P_ | 0.48 | 2
setup / recovery | count[3]$_DFFE_PP0P_ | covered[2]$_DFFE_PP0P_ | 7.71 | 30
min in group asynchronous | RST | max_covered_1[2]$_DFFE_PP0P_ | 3.35 | 2
setup reg to reg | count[3]$_DFFE_PP0P_ | covered[2]$_DFFE_PP0P_ | 7.71 | 30
## per-stage QoR
| step | instance area, µm² | total power, W | utilization (%) | instances |
|---|---|---|---|---|
| after global placement | 19200 | 0.00103 | 43.6 | 1984 |
| after CTS | 20500 | 0.00187 | 46.5 | 2053 |
| after global routing | 20500 | 0.00191 | 46.5 | 2053 |
| after floorplan | 17900 | 0.00101 | - | 1339 |
| after detailed placement | 19200 | 0.00103 | 43.6 | 1984 |
| final | 20500 | 0.00186 | 46.5 | 2053 |
## critical path: cells and delay by family (launching register included)
family | cells | cell delay, ns
XOR/XNOR | 3 | 0.52
adder cells (fa/ha/maj) | 8 | 3.34
AND/OR/NAND/NOR | 9 | 2.99
AND-OR/OR-AND | 8 | 1.88
buffers and inverters | 2 | 0.13
flip-flops | 1 | 0.82
## state kept, by name (all words and copies together), names as in the netlist, 3 cells and up
signal and flops:
max_covered_2 6, max_covered_1 6, C2X 4, C1X 4
nextState 3, yMax1 4, targetY 160, xMax2 4
xMax1 4, C2Y 4, C1Y 4, count 6
yMax2 4, state 3, covered 6, targetX 160
## power by group through the flow
stage | registers [W] | clock network [W] | logic, W
final | 0.000986 | 0.000851 | 0.0000213
after CTS | 0.000986 | 0.000864 | 0.0000218
after global routing | 0.000986 | 0.000897 | 0.0000234
Power figures rest on the tool's default switching activity, not on a simulated workload.
